==> /design/flow/design.v <==
module fp_sqrt #(
    parameter WIDTH = 32,
    parameter INT_WIDTH = 16,
    parameter FRAC_WIDTH = 16
) (
    input  logic             clk,
    input  logic             reset,
    input  logic             go,
    input  logic [WIDTH-1:0] in,
    output logic [WIDTH-1:0] out,
    output logic             done
);
    localparam EXT_WIDTH = WIDTH + (INT_WIDTH & 1);
    localparam ITERATIONS = EXT_WIDTH+FRAC_WIDTH >> 1;
    logic [$clog2(ITERATIONS)-1:0] idx;
    logic [EXT_WIDTH-1:0] x, x_next;
    logic [EXT_WIDTH-1:0] quotient, quotient_next;
    logic [EXT_WIDTH+1:0] acc, acc_next;
    logic [EXT_WIDTH+1:0] tmp;
    logic start, running, finished;
    assign start = go && !running;
    assign finished = (ITERATIONS - 1) == idx && running;
    always_ff @(posedge clk) begin
      if (reset || finished)
        running <= 0;
      else if (start)
        running <= 1;
      else
        running <= running;
    end
    always_ff @(posedge clk) begin
      if (running)
        idx <= idx + 1;
      else
        idx <= 0;
    end
    always_comb begin
      tmp = acc - {quotient, 2'b01};
      if (tmp[EXT_WIDTH+1]) begin
        {acc_next, x_next} = {acc[EXT_WIDTH-1:0], x, 2'b0};
        quotient_next = quotient << 1;
      end else begin
        {acc_next, x_next} = {tmp[EXT_WIDTH-1:0], x, 2'b0};
        quotient_next = {quotient[EXT_WIDTH-2:0], 1'b1};
      end
    end
    always_ff @(posedge clk) begin
      if (start) begin
        quotient <= 0;
        {acc, x} <= {{EXT_WIDTH + (INT_WIDTH & 1){1'b0}}, in, 2'b0};
      end else begin
        x <= x_next;
        acc <= acc_next;
        quotient <= quotient_next;
      end
    end
    always_ff @(posedge clk) begin
      if (finished) begin
        done <= 1;
        out <= quotient_next;
      end else if (reset) begin
        done <= 0;
        out <= 0;
      end else begin
        done <= 0;
        out <= out;
      end
    end
endmodule
module sqrt #(
    parameter WIDTH = 32
) (
    input  logic             clk,
    input  logic             go,
    input  logic             reset,
    input  logic [WIDTH-1:0] in,
    output logic [WIDTH-1:0] out,
    output logic             done
);
  fp_sqrt #(
    .WIDTH(WIDTH),
    .INT_WIDTH(WIDTH),
    .FRAC_WIDTH(0)
  ) comp (
    .clk(clk),
    .done(done),
    .reset(reset),
    .go(go),
    .in(in),
    .out(out)
  );
endmodule
==> /design/flow/run.sh <==
#!/bin/bash
# OpenROAD 26Q1-2900-gdf79404cd8, Yosys 0.63+post, stock flow scripts
make -C /OpenROAD-flow-scripts/flow DESIGN_CONFIG=/design/flow/config.mk WORK_HOME=/design/flow/orfs finish
==> /design/flow/config.mk <==
export PLATFORM = sky130hd
export DESIGN_NAME = sqrt
export DESIGN_NICKNAME = sqrt
export VERILOG_FILES = /design/flow/design.v
export SDC_FILE = /design/flow/constraint.sdc
export NUM_CORES = 4
export LEC_CHECK = 1
export CORE_UTILIZATION = 40
==> /design/flow/constraint.sdc <==
current_design sqrt

set clk_period 13.9
set clk_io_pct 0.2

create_clock -name clk0 -period $clk_period [get_ports {clk}]

set non_clock_inputs [all_inputs -no_clocks]
set_input_delay [expr $clk_period * $clk_io_pct] -clock clk0 $non_clock_inputs
set_output_delay [expr $clk_period * $clk_io_pct] -clock clk0 [all_outputs]
==> out/results.txt <==
Clock Path Buffers: 2
Worst-path clk slew: 0.06 ns
Power Density: 236 nW/um^2
Wirelength per Cell: 12.2 um
met3 usage: 0.0394
CTS tree: done
GRT overflow: 0
grt met2 use: 0.234
clock latency on the worst-skew pair: 0.41 ns
critical path arrival: 4.74 ns
CTS Hold Bufs: 0
Post-synth seq share: 0.488
placed cells: 888
Worst Tran Pin Value: 0.789 ns
Max-slew headroom: 0.474
TritonCTS buffer count: 17
Iteration-0 DRC Markers: 114
DIE HEIGHT: 126 um
Sum Neg Setup Slack: 0 ns
Synth Cell Area: 6150 sq um
first-pass GRT wire length: 19500 um
Antenna Cells: 0
final instance area: 7550 sq um
Yosys top cell by instances: nand2_1
gp weighted congestion: 0.829
vias: 4468
MaxCap Viol Count: 0
Placeable Area: 14800 sq um
CTS sink cnt: 134
Syn Area/Cell: 9.35 sq um
fmax: 224 MHz
Crit Path Class: primary input to flip-flop
largest net degree at the start of global routing: 58
chip width: 126 um
leakage: 3.20 nW
# port buffers: 67
outcome: completed
worst hold slack: 0.420 ns
final core utilization: 0.512
dpl hpwl: 7540 um
Yosys warnings: 1
cell taking the most area after synthesis: dfxtp_1
Hold Crit Class: flip-flop to flip-flop
antenna violations before repair: 0
DR pass1 iterations: 4
crit path cell chain: clkdlybuf4s50_1 -> nor2b_4 -> buf_4 -> nor2_1
fin crit share: 0.321
vias in the first global route: 4360
endpoints failing setup: 0
IO Pins: 68
GR peak layer: met1
max-slew violation count: 0
placed cell areas: 6990 sq um
VDD IR-drop max: 0.0919 mV
kind of start point of the critical path: primary input
Non-Filler Instances: 920
Async SR Flop Fraction: 0
ys flops: 134
buffer and inverter count on the worst path: 2
crit path DRT: 14.17 ns
post-CTS sizing: 0
Distinct cells, synth: 57
Worst Path Max Fanout: 57
die footprint: 15900 sq um
Area growth syn-to-layout: 22.7%
antenna viol nets, final: 0
CP endpoint kind: flip-flop
final wirelength: 11300 um
Layout Skew: 0.00695 ns
post-layout min period: 4.46 ns
number of enable flip-flop cells: 32
Slowest cell on crit path: buf_4
Syn Inst Count: 658
root buffer cell: clkbuf_16
Post-synth top cells: nand2_1, dfxtp_1, nor2_1, inv_1, and2_1
CP peak stage delay: 0.65 ns
H-tree levels: 4
ys cells: 658
count of tool warnings: 25
total global-route track usage: 0.154
fraction of layout instances using a drive strength above 1: 0.0747
synth top area cells: dfxtp_1, edfxtp_1, nand2_1
Area leader share: 0.332
yosys stat area: 6150 sq um
Remaining DRCs: 0
setup bufs post-CTS: 0
Crit path max-delay family: buffers and inverters
Init Core Util: 0.417
vias per inst: 4.86
GR Layer Usage met1: 0.239
top_reg_cell synth: dfxtp_1
RSZ-0062 raised after global routing: false
Final Hold Vio Count: 0
# rows: 44
==> metrics by stage <==
step | setup slack [ns] | total power [mW]
after floorplan | 10.22 | 1.23
after global placement | 9.06 | 1.36
after detailed placement | 8.98 | 1.36
after CTS | 9.43 | 1.79
after global routing | 9.28 | 1.92
final | 9.44 | 1.78
==> cells in the final DEF, fill, tap and decap left out, drive strengths merged, types with 4 or more instances in the layout <==
| master | instances |
|---|---|
| nand2 | 112 |
| dfxtp | 102 |
| nor2 | 75 |
| clkdlybuf4s50 | 67 |
| inv | 46 |
| and2 | 39 |
| a21oi | 34 |
| ha | 33 |
| edfxtp | 32 |
| mux2i | 22 |
| clkbuf | 20 |
| xnor2 | 19 |
| o21ai | 13 |
| xor2 | 11 |
| o21bai | 8 |
| clkinv | 8 |
| nand2b | 7 |
| nor3 | 6 |
| nand3 | 6 |
| a21o | 6 |
| a2111oi | 6 |
| a211oi | 6 |
| nand4 | 5 |
| or3 | 5 |
| buf | 5 |
| o21a | 5 |
| nor2b | 5 |
| o211ai | 4 |
| o22ai | 4 |
==> area by class of cell <==
type | count | area (sq um)
Clock buffer | 20 | 458
Clock inverter | 12 | 100
Fill cell | 1303 | 7210
Inverter | 43 | 161
Multi-Input combinational cell | 455 | 2890
Sequential cell | 134 | 3000
Tap cell | 184 | 230
Timing Repair Buffer | 72 | 708
==> logic make-up after synthesis <==
kind of cell,synth area share
AND/OR/NAND/NOR,0.197
multiplexers,0.0358
buffers and inverters,0.0457
adder cells (fa/ha/maj),0.0671
flip-flops,0.488
XOR/XNOR,0.0439
AND-OR/OR-AND,0.123
==> per-layer routing <==
| layer | vias to the layer above | wire length, um |
|---|---|---|
| li1 | 2347 | - |
| met1 | 2031 | 5770 |
| met5 | - | 0 |
| met4 | 0 | 149 |
| met2 | 81 | 4770 |
| met3 | 9 | 572 |
==> sequential cells by signal (all words and copies together), names as in the netlist <==
register and flops:
comp.idx 4, comp.out 32, comp.quotient 32, comp.x 30
comp.done 1, comp.acc 34, comp.running 1
==> worst register-to-register path: stages (launching register included) <==
cell,delay (ns)
dfxtp_1,0.34
inv_1,0.07
ha_1,0.35
o211ai_1,0.10
o21a_2,0.28
a2111oi_4,0.43
a2bb2oi_2,0.32
a21oi_2,0.17
o41ai_4,0.47
xnor2_4,0.36
buf_4,0.46
mux2i_1,0.25
nor2_1,0.06
==> path summary, 6_finish.rpt <==
path / to / start / cells past startpoint / slack [ns]
worst max register to register: comp.acc[18] / comp.quotient[0] / 12 / 10.11
worst min register to register: comp.x[4] / comp.x[2] / 2 / 0.42
worst min-delay path: comp.x[4] / comp.x[2] / 2 / 0.42
worst max-delay path: comp.acc[22] / go / 4 / 9.44
==> power by group <==
group | internal [mW] | switching, mW | leakage [nW]
registers | 0.466 | 0.0302 | 1.17
logic | 0.395 | 0.469 | 1.75
clock network | 0.255 | 0.163 | 0.284
total | 1.12 | 0.662 | 3.20
Power and IR drop assume default switching activity.
