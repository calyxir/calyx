$ cat flow/design.v
module comb_mem_d1 #(
    parameter WIDTH = 32,
    parameter SIZE = 16,
    parameter IDX_SIZE = 4
) (
   input wire                logic [IDX_SIZE-1:0] addr0,
   input wire                logic [ WIDTH-1:0] write_data,
   input wire                logic write_en,
   input wire                logic clk,
   input wire                logic reset,
   output logic [ WIDTH-1:0] read_data,
   output logic              done
);
  logic [WIDTH-1:0] mem[SIZE-1:0];
  assign read_data = mem[addr0];
  always_ff @(posedge clk) begin
    if (reset)
      done <= '0;
    else if (write_en)
      done <= '1;
    else
      done <= '0;
  end
  always_ff @(posedge clk) begin
    if (!reset && write_en)
      mem[addr0] <= write_data;
  end
endmodule
module comb_mem_d2 #(
    parameter WIDTH = 32,
    parameter D0_SIZE = 16,
    parameter D1_SIZE = 16,
    parameter D0_IDX_SIZE = 4,
    parameter D1_IDX_SIZE = 4
) (
   input wire                logic [D0_IDX_SIZE-1:0] addr0,
   input wire                logic [D1_IDX_SIZE-1:0] addr1,
   input wire                logic [ WIDTH-1:0] write_data,
   input wire                logic write_en,
   input wire                logic clk,
   input wire                logic reset,
   output logic [ WIDTH-1:0] read_data,
   output logic              done
);
  logic [WIDTH-1:0] mem[D0_SIZE-1:0][D1_SIZE-1:0];
  assign read_data = mem[addr0][addr1];
  always_ff @(posedge clk) begin
    if (reset)
      done <= '0;
    else if (write_en)
      done <= '1;
    else
      done <= '0;
  end
  always_ff @(posedge clk) begin
    if (!reset && write_en)
      mem[addr0][addr1] <= write_data;
  end
endmodule
module comb_mem_d3 #(
    parameter WIDTH = 32,
    parameter D0_SIZE = 16,
    parameter D1_SIZE = 16,
    parameter D2_SIZE = 16,
    parameter D0_IDX_SIZE = 4,
    parameter D1_IDX_SIZE = 4,
    parameter D2_IDX_SIZE = 4
) (
   input wire                logic [D0_IDX_SIZE-1:0] addr0,
   input wire                logic [D1_IDX_SIZE-1:0] addr1,
   input wire                logic [D2_IDX_SIZE-1:0] addr2,
   input wire                logic [ WIDTH-1:0] write_data,
   input wire                logic write_en,
   input wire                logic clk,
   input wire                logic reset,
   output logic [ WIDTH-1:0] read_data,
   output logic              done
);
  logic [WIDTH-1:0] mem[D0_SIZE-1:0][D1_SIZE-1:0][D2_SIZE-1:0];
  assign read_data = mem[addr0][addr1][addr2];
  always_ff @(posedge clk) begin
    if (reset)
      done <= '0;
    else if (write_en)
      done <= '1;
    else
      done <= '0;
  end
  always_ff @(posedge clk) begin
    if (!reset && write_en)
      mem[addr0][addr1][addr2] <= write_data;
  end
endmodule
module comb_mem_d4 #(
    parameter WIDTH = 32,
    parameter D0_SIZE = 16,
    parameter D1_SIZE = 16,
    parameter D2_SIZE = 16,
    parameter D3_SIZE = 16,
    parameter D0_IDX_SIZE = 4,
    parameter D1_IDX_SIZE = 4,
    parameter D2_IDX_SIZE = 4,
    parameter D3_IDX_SIZE = 4
) (
   input wire                logic [D0_IDX_SIZE-1:0] addr0,
   input wire                logic [D1_IDX_SIZE-1:0] addr1,
   input wire                logic [D2_IDX_SIZE-1:0] addr2,
   input wire                logic [D3_IDX_SIZE-1:0] addr3,
   input wire                logic [ WIDTH-1:0] write_data,
   input wire                logic write_en,
   input wire                logic clk,
   input wire                logic reset,
   output logic [ WIDTH-1:0] read_data,
   output logic              done
);
  logic [WIDTH-1:0] mem[D0_SIZE-1:0][D1_SIZE-1:0][D2_SIZE-1:0][D3_SIZE-1:0];
  assign read_data = mem[addr0][addr1][addr2][addr3];
  always_ff @(posedge clk) begin
    if (reset)
      done <= '0;
    else if (write_en)
      done <= '1;
    else
      done <= '0;
  end
  always_ff @(posedge clk) begin
    if (!reset && write_en)
      mem[addr0][addr1][addr2][addr3] <= write_data;
  end
endmodule
module dyn_mem_d1 #(
    parameter WIDTH = 32,
    parameter SIZE = 16,
    parameter IDX_SIZE = 4
) (
   input wire logic clk,
   input wire logic reset,
   input wire logic [IDX_SIZE-1:0] addr0,
   input wire logic content_en,
   output logic done,
   output logic [ WIDTH-1:0] read_data,
   input wire logic [ WIDTH-1:0] write_data,
   input wire logic write_en
);
  logic [WIDTH-1:0] mem[SIZE-1:0];
  logic [WIDTH-1:0] read_out;
  assign read_data = read_out;
  always_ff @(posedge clk) begin
    if (reset) begin
      read_out <= '0;
    end else if (content_en && !write_en) begin
      read_out <= mem[addr0];
    end else if (content_en && write_en) begin
      read_out <= 'x;
    end else begin
      read_out <= read_out;
    end
  end
  always_ff @(posedge clk) begin
    if (reset) begin
      done <= '0;
    end else if (content_en) begin
      done <= '1;
    end else begin
      done <= '0;
    end
  end
  always_ff @(posedge clk) begin
    if (!reset && content_en && write_en)
      mem[addr0] <= write_data;
  end
endmodule
module dyn_mem_d2 #(
    parameter WIDTH = 32,
    parameter D0_SIZE = 16,
    parameter D1_SIZE = 16,
    parameter D0_IDX_SIZE = 4,
    parameter D1_IDX_SIZE = 4
) (
   input wire logic clk,
   input wire logic reset,
   input wire logic [D0_IDX_SIZE-1:0] addr0,
   input wire logic [D1_IDX_SIZE-1:0] addr1,
   input wire logic content_en,
   output logic done,
   output logic [WIDTH-1:0] read_data,
   input wire logic write_en,
   input wire logic [ WIDTH-1:0] write_data
);
  wire [D0_IDX_SIZE+D1_IDX_SIZE-1:0] addr;
  assign addr = addr0 * D1_SIZE + addr1;
  dyn_mem_d1 #(.WIDTH(WIDTH), .SIZE(D0_SIZE * D1_SIZE), .IDX_SIZE(D0_IDX_SIZE+D1_IDX_SIZE)) mem
     (.clk(clk), .reset(reset), .addr0(addr),
    .content_en(content_en), .read_data(read_data), .write_data(write_data), .write_en(write_en),
    .done(done));
endmodule
module dyn_mem_d3 #(
    parameter WIDTH = 32,
    parameter D0_SIZE = 16,
    parameter D1_SIZE = 16,
    parameter D2_SIZE = 16,
    parameter D0_IDX_SIZE = 4,
    parameter D1_IDX_SIZE = 4,
    parameter D2_IDX_SIZE = 4
) (
   input wire logic clk,
   input wire logic reset,
   input wire logic [D0_IDX_SIZE-1:0] addr0,
   input wire logic [D1_IDX_SIZE-1:0] addr1,
   input wire logic [D2_IDX_SIZE-1:0] addr2,
   input wire logic content_en,
   output logic done,
   output logic [WIDTH-1:0] read_data,
   input wire logic write_en,
   input wire logic [ WIDTH-1:0] write_data
);
  wire [D0_IDX_SIZE+D1_IDX_SIZE+D2_IDX_SIZE-1:0] addr;
  assign addr = addr0 * (D1_SIZE * D2_SIZE) + addr1 * (D2_SIZE) + addr2;
  dyn_mem_d1 #(.WIDTH(WIDTH), .SIZE(D0_SIZE * D1_SIZE * D2_SIZE), .IDX_SIZE(D0_IDX_SIZE+D1_IDX_SIZE+D2_IDX_SIZE)) mem
     (.clk(clk), .reset(reset), .addr0(addr),
    .content_en(content_en), .read_data(read_data), .write_data(write_data), .write_en(write_en),
    .done(done));
endmodule
module dyn_mem_d4 #(
    parameter WIDTH = 32,
    parameter D0_SIZE = 16,
    parameter D1_SIZE = 16,
    parameter D2_SIZE = 16,
    parameter D3_SIZE = 16,
    parameter D0_IDX_SIZE = 4,
    parameter D1_IDX_SIZE = 4,
    parameter D2_IDX_SIZE = 4,
    parameter D3_IDX_SIZE = 4
) (
   input wire logic clk,
   input wire logic reset,
   input wire logic [D0_IDX_SIZE-1:0] addr0,
   input wire logic [D1_IDX_SIZE-1:0] addr1,
   input wire logic [D2_IDX_SIZE-1:0] addr2,
   input wire logic [D3_IDX_SIZE-1:0] addr3,
   input wire logic content_en,
   output logic done,
   output logic [WIDTH-1:0] read_data,
   input wire logic write_en,
   input wire logic [ WIDTH-1:0] write_data
);
  wire [D0_IDX_SIZE+D1_IDX_SIZE+D2_IDX_SIZE+D3_IDX_SIZE-1:0] addr;
  assign addr = addr0 * (D1_SIZE * D2_SIZE * D3_SIZE) + addr1 * (D2_SIZE * D3_SIZE) + addr2 * (D3_SIZE) + addr3;
  dyn_mem_d1 #(.WIDTH(WIDTH), .SIZE(D0_SIZE * D1_SIZE * D2_SIZE * D3_SIZE), .IDX_SIZE(D0_IDX_SIZE+D1_IDX_SIZE+D2_IDX_SIZE+D3_IDX_SIZE)) mem
     (.clk(clk), .reset(reset), .addr0(addr),
    .content_en(content_en), .read_data(read_data), .write_data(write_data), .write_en(write_en),
    .done(done));
endmodule
module seq_mem_d1 #(
    parameter WIDTH = 32,
    parameter SIZE = 16,
    parameter IDX_SIZE = 4
) (
   input wire logic clk,
   input wire logic reset,
   input wire logic [IDX_SIZE-1:0] addr0,
   input wire logic content_en,
   output logic done,
   output logic [ WIDTH-1:0] read_data,
   input wire logic [ WIDTH-1:0] write_data,
   input wire logic write_en
);
  logic [WIDTH-1:0] mem[SIZE-1:0];
  logic [WIDTH-1:0] read_out;
  assign read_data = read_out;
  always_ff @(posedge clk) begin
    if (reset) begin
      read_out <= '0;
    end else if (content_en && !write_en) begin
      read_out <= mem[addr0];
    end else if (content_en && write_en) begin
      read_out <= 'x;
    end else begin
      read_out <= read_out;
    end
  end
  always_ff @(posedge clk) begin
    if (reset) begin
      done <= '0;
    end else if (content_en) begin
      done <= '1;
    end else begin
      done <= '0;
    end
  end
  always_ff @(posedge clk) begin
    if (!reset && content_en && write_en)
      mem[addr0] <= write_data;
  end
endmodule
module seq_mem_d2 #(
    parameter WIDTH = 32,
    parameter D0_SIZE = 16,
    parameter D1_SIZE = 16,
    parameter D0_IDX_SIZE = 4,
    parameter D1_IDX_SIZE = 4
) (
   input wire logic clk,
   input wire logic reset,
   input wire logic [D0_IDX_SIZE-1:0] addr0,
   input wire logic [D1_IDX_SIZE-1:0] addr1,
   input wire logic content_en,
   output logic done,
   output logic [WIDTH-1:0] read_data,
   input wire logic write_en,
   input wire logic [ WIDTH-1:0] write_data
);
  wire [D0_IDX_SIZE+D1_IDX_SIZE-1:0] addr;
  assign addr = addr0 * D1_SIZE + addr1;
  seq_mem_d1 #(.WIDTH(WIDTH), .SIZE(D0_SIZE * D1_SIZE), .IDX_SIZE(D0_IDX_SIZE+D1_IDX_SIZE)) mem
     (.clk(clk), .reset(reset), .addr0(addr),
    .content_en(content_en), .read_data(read_data), .write_data(write_data), .write_en(write_en),
    .done(done));
endmodule
module seq_mem_d3 #(
    parameter WIDTH = 32,
    parameter D0_SIZE = 16,
    parameter D1_SIZE = 16,
    parameter D2_SIZE = 16,
    parameter D0_IDX_SIZE = 4,
    parameter D1_IDX_SIZE = 4,
    parameter D2_IDX_SIZE = 4
) (
   input wire logic clk,
   input wire logic reset,
   input wire logic [D0_IDX_SIZE-1:0] addr0,
   input wire logic [D1_IDX_SIZE-1:0] addr1,
   input wire logic [D2_IDX_SIZE-1:0] addr2,
   input wire logic content_en,
   output logic done,
   output logic [WIDTH-1:0] read_data,
   input wire logic write_en,
   input wire logic [ WIDTH-1:0] write_data
);
  wire [D0_IDX_SIZE+D1_IDX_SIZE+D2_IDX_SIZE-1:0] addr;
  assign addr = addr0 * (D1_SIZE * D2_SIZE) + addr1 * (D2_SIZE) + addr2;
  seq_mem_d1 #(.WIDTH(WIDTH), .SIZE(D0_SIZE * D1_SIZE * D2_SIZE), .IDX_SIZE(D0_IDX_SIZE+D1_IDX_SIZE+D2_IDX_SIZE)) mem
     (.clk(clk), .reset(reset), .addr0(addr),
    .content_en(content_en), .read_data(read_data), .write_data(write_data), .write_en(write_en),
    .done(done));
endmodule
module seq_mem_d4 #(
    parameter WIDTH = 32,
    parameter D0_SIZE = 16,
    parameter D1_SIZE = 16,
    parameter D2_SIZE = 16,
    parameter D3_SIZE = 16,
    parameter D0_IDX_SIZE = 4,
    parameter D1_IDX_SIZE = 4,
    parameter D2_IDX_SIZE = 4,
    parameter D3_IDX_SIZE = 4
) (
   input wire logic clk,
   input wire logic reset,
   input wire logic [D0_IDX_SIZE-1:0] addr0,
   input wire logic [D1_IDX_SIZE-1:0] addr1,
   input wire logic [D2_IDX_SIZE-1:0] addr2,
   input wire logic [D3_IDX_SIZE-1:0] addr3,
   input wire logic content_en,
   output logic done,
   output logic [WIDTH-1:0] read_data,
   input wire logic write_en,
   input wire logic [ WIDTH-1:0] write_data
);
  wire [D0_IDX_SIZE+D1_IDX_SIZE+D2_IDX_SIZE+D3_IDX_SIZE-1:0] addr;
  assign addr = addr0 * (D1_SIZE * D2_SIZE * D3_SIZE) + addr1 * (D2_SIZE * D3_SIZE) + addr2 * (D3_SIZE) + addr3;
  seq_mem_d1 #(.WIDTH(WIDTH), .SIZE(D0_SIZE * D1_SIZE * D2_SIZE * D3_SIZE), .IDX_SIZE(D0_IDX_SIZE+D1_IDX_SIZE+D2_IDX_SIZE+D3_IDX_SIZE)) mem
     (.clk(clk), .reset(reset), .addr0(addr),
    .content_en(content_en), .read_data(read_data), .write_data(write_data), .write_en(write_en),
    .done(done));
endmodule
$ cat flow/run.sh
#!/bin/bash
# OpenROAD 26Q1-2900-gdf79404cd8, Yosys 0.63+post, stock flow scripts
make -C /OpenROAD-flow-scripts/flow DESIGN_CONFIG=/design/flow/config.mk WORK_HOME=/design/flow/orfs finish
$ cat flow/config.mk
export PLATFORM = sky130hd
export DESIGN_NAME = seq_mem_d2
export DESIGN_NICKNAME = seq_mem_d2
export VERILOG_FILES = /design/flow/design.v
export SDC_FILE = /design/flow/constraint.sdc
export NUM_CORES = 4
export LEC_CHECK = 1
export CORE_UTILIZATION = 30
export SYNTH_MEMORY_MAX_BITS = 65536
$ cat flow/constraint.sdc
current_design seq_mem_d2

set clk_period 40.1
set clk_io_pct 0.2

create_clock -name clk0 -period $clk_period [get_ports {clk}]

set non_clock_inputs [all_inputs -no_clocks]
set_input_delay [expr $clk_period * $clk_io_pct] -clock clk0 $non_clock_inputs
set_output_delay [expr $clk_period * $clk_io_pct] -clock clk0 [all_outputs]
==> reports/qor.log <==
INFO  power          netSwitchingPower=3800uW
INFO  finish         fillCellCount=94,511
INFO  power          p_per_area=48.7mW/mm^2
INFO  setup_path     cpPeakStageDelay=1030ps
INFO  synth          yosysWarningCount=1
INFO  placement      detailedPlacementHpwl=520,000um
INFO  final_timing   grt_setup_unrepaired=no
INFO  synth          synthDominantCellAreaShare=0.782
INFO  final_timing   slew_violations=11
INFO  setup_path     data_required_time_of_the_worst_path=41,080ps
INFO  die            floorplan.core_area=1.04mm^2
INFO  drt            detailroute.wirelength.met3=189,000um
INFO  clock_network  htree_num_levels=6
INFO  finish         area.growth.synth_to_final=15.2%
INFO  synth          yosysSeqAreaShare=0.785
INFO  clock_network  clkTransAtPathRegs=60ps
INFO  clock_network  post_cts_hold_buffer_count=0
INFO  die            chip_area=1.05mm^2
INFO  clock_network  clk_latency=1210ps
INFO  global_routing grt_first_pass_wirelength=1,250,000um
INFO  setup_path     cpLargestDelayFamily=buffers and inverters
INFO  setup_path     timing.rr.end=mem.read_out[16]$_SDFFE_PP0P_
INFO  drt            routedWlPerCell=30.7um
INFO  power          worst_ir_drop_vdd=0.0000439V
INFO  setup_path     crit_path_end_kind=register
INFO  drt            maxUsedRoutingLayer=met5
INFO  drt            route.detailed.drc=0
INFO  power          swShare=0.216
INFO  setup_path     timing.critical_path.cells=buf_16 > buf_4 > buf_4 > buf_4 > buf_4 > buf_4 > buf_4 > buf_4 > mux4_2 > mux2i_1 > o22a_1 > a31oi_1 > buf_4 > nor4_1 > a211oi_1
INFO  clock_network  cts.sinks=8,225
INFO  final_timing   max_clock_freq=68.0MHz
INFO  synth          syn-cell-area=0.314mm^2
INFO  clock_network  max-clock-path-buffers=4
INFO  job            drv_cap=2
INFO  drt            via_count=148,525
INFO  power          power_frac_comb=0.049
INFO  synth          post_synth_num_cell_types=67
INFO  hold_path      worst_hold_startpoint=mem.read_out[25]$_SDFFE_PP0P_
INFO  final_timing   fin_tns_setup=0ps
INFO  drt            dr_wl_met2=404,000um
INFO  die            die_height=1030um
INFO  die            num_rows=375
INFO  clock_network  cts_setup_buffers=0
INFO  setup_path     startpoint_of_the_worst_register_to_register_path=mem.mem[158][16]$_DFFE_PP_
INFO  setup_path     worst-r2r-setup-slack=35,930ps
INFO  clock_network  cts_tree=yes
INFO  synth          common_cells=sky130_fd_sc_hd__edfxtp_1, sky130_fd_sc_hd__mux4_2, sky130_fd_sc_hd__mux2i_1
INFO  job            tool_warnings=43
INFO  power          p_leak=0.110uW
INFO  power          cell_internal_pwr=13,800uW
INFO  drt            routedLengthMet1=254,000um
INFO  final_timing   setup_violations=0
INFO  die            chipWidth=1030um
INFO  run_status     run_status=complete, but fails checks
INFO  hold_path      worstHoldPathCells=2
INFO  drt            drtIter0Drc=9,902
INFO  synth          netlist_instances=13,639
INFO  setup_path     critical_path_start_end_classification=input port to register
INFO  finish         ratio_of_cells_with_drive_above_1_in_the_final_layout=0.287
INFO  synth          synth_top_cell_by_count=sky130_fd_sc_hd__edfxtp_1
INFO  setup_path     path_common_cell=sky130_fd_sc_hd__buf_4
INFO  synth          ys_cells=13,639
INFO  run_status     violations=capacitance limit, slew limit
INFO  final_timing   timing.final.crit_share=0.367
INFO  drt            drtPass1Iterations=8
INFO  synth          ys_top_cells_by_area=sky130_fd_sc_hd__edfxtp_1, sky130_fd_sc_hd__mux4_2, sky130_fd_sc_hd__mux2i_1, sky130_fd_sc_hd__nor2_1, sky130_fd_sc_hd__buf_4
INFO  power          sequentialPowerShare=0.538
INFO  clock_network  post_cts_resized=0
INFO  global_routing grt_pass1_vias=164,114
INFO  global_routing gr-total-overflow=0
INFO  global_routing antenna_found_initial=54
INFO  final_timing   tightestPinTransition=1550ps
INFO  finish         finalCoreUtilization=0.347
INFO  synth          fraction_of_registers_with_async_set_reset=0
INFO  global_routing global_route.usage.total=0.182
INFO  final_timing   timing.hold.ws=533ps
INFO  setup_path     critPathSlowestCell=sky130_fd_sc_hd__nor4_1
INFO  die            num_io_pins=77
INFO  synth          ys_chip_area=0.314mm^2
INFO  setup_path     crit_fanout=60
INFO  drt            detail_route.wirelength=894,000um
INFO  synth          yosysTopAreaCell=sky130_fd_sc_hd__edfxtp_1
INFO  synth          yosys_register_bits=8,225
INFO  final_timing   fin_skew=94.5ps
INFO  final_timing   fin_crit=14,710ps
INFO  synth          ys_dominant_reg_cell=sky130_fd_sc_hd__edfxtp_1
INFO  global_routing grt_start_max_net_pins=138
INFO  power          power.clock.fraction=0.413
INFO  placement      rd_place_congestion=0.899
INFO  placement      portBuffers=76
INFO  synth          synth_area_per_cell=23.1um^2
INFO  hold_path      min_to=mem.read_out[25]$_SDFFE_PP0P_
INFO  setup_path     worst_setup_path_start_kind=input port
INFO  die            fp-utilization=0.301
INFO  synth          synth-edff-count=8,192
INFO  drt            detail-route-antenna-nets=0
INFO  setup_path     reg2regPathDepth=8
INFO  hold_path      timing.hold.worst.class=register to register
INFO  clock_network  cts_inserted_buffers=786
INFO  final_timing   remaining_max_slew_budget_at_the_tightest_pin=-0.0400
INFO  setup_path     worstPathBufferInverterCount=9
INFO  final_timing   hold_violations=0
INFO  clock_network  clock-root-buffer=sky130_fd_sc_hd__clkbuf_16
INFO  drt            vias_per_cell=5.09
INFO  setup_path     cp_data_arrival_time=15,690ps
sequential cells by signal, indices dropped and copies added, names as in the netlist:
signal / flops
mem.done: 1
mem.mem: 8192
mem.read_out: 32
how the worst max path moves through the flow:
| stage | startpoint | endpoint | slack [ps] | cells after the start |
|---|---|---|---|---|
| 4_1_cts | addr1[0] | mem.read_out[20]$_SDFFE_PP0P_ | 25130 | 15 |
| 5_1_grt | addr1[0] | mem.read_out[20]$_SDFFE_PP0P_ | 24840 | 15 |
| 6_report | addr1[0] | mem.read_out[20]$_SDFFE_PP0P_ | 25390 | 15 |
metrics by stage:
stage | setup WS [ps] | std cells | area, um^2 | total power [uW]
2_1_floorplan | 27900 | 13639 | 314000 | 10100
3_3_place_gp | 23060 | 27665 | 337000 | 10500
3_5_place_dp | 23880 | 27676 | 337000 | 10500
4_1_cts | 25130 | 29116 | 362000 | 17700
5_1_grt | 24840 | 29132 | 362000 | 18100
6_report | 25390 | 29155 | 362000 | 17600
worst register-to-register path, delay by kind of cell (launching register included):
kind	cells	cell delay, ps
compound gates	4	2090
mux	1	480
buf+inv	1	300
simple gates	2	830
flops	1	350
power groups by stage:
stage	logic, uW	registers (uW)	clock network (uW)
CTS	875	9470	7390
global route	926	9470	7700
finish	871	9470	7280
per-layer routing:
metal	vias to the layer above	GRT usage
li1	60166	-
met1	75312	0.175
met2	11190	0.261
met3	1771	0.175
met4	86	0.0702
met5	-	0.0197
layout by cell type, fill, tap and decap left out, drive strengths merged, types with 34 or more instances in the layout:
master         Yosys  final
diode              0     38
o22a              69     69
bufinv             0     58
a21oi            150    150
a211oi            50     50
a31oi             54     54
nand3             64     64
buf              562    836
clkdlybuf4s50      0     34
a22oi            190    190
nor3              36     36
mux2             117    117
nor4              42     42
mux4            1993   1993
o22ai            221    221
nand2            149    149
edfxtp          8192   8192
mux2i            630    630
o2111ai           34     34
clkbuf           219   1014
nor2             438    438
clkinv             1    326
o21ai            210    210
layout make-up:
class                   instances  area, um^2  area share
clock buffers                1014       20900      0.0578
multi-input cells            4630       65500       0.181
diodes                         38        95.1    0.000263
inverters                       3        11.3   0.0000311
well taps                   13949       17500      0.0482
clock inverters               426        4260      0.0118
flip-flops and latches       8225      247000       0.681
repair buffers                870        7160      0.0198
logic make-up after synthesis:
family                 Yosys count  share of synthesized area
buffers and inverters          784                     0.0146
muxes                         2740                      0.167
AOI/OAI and AO/OA             1086                     0.0227
DFF                           8225                      0.785
and+or+nand+nor                804                     0.0112
Power is estimated from default activity; no workload was simulated.
